==> /design/flow/design.v <==
module instructionMemory
(
	input [63:0] inst_address,
	output reg [31:0] instruction
);
reg [7:0] instMemory [15:0];
initial
	begin
		instMemory[0] = 8'b10000011;
		instMemory[1] = 8'b00110100;
		instMemory[2] = 8'b10000101;
		instMemory[3] = 8'b00000010;
		instMemory[4] = 8'b10110011;
		instMemory[5] = 8'b10000100;
		instMemory[6] = 8'b10011010;
		instMemory[7] = 8'b00000000;
		instMemory[8] = 8'b10010011;
		instMemory[9] = 8'b10000100;
		instMemory[10] = 8'b00010100;
		instMemory[11] = 8'b00000000;
		instMemory[12] = 8'b00100011;
		instMemory[13] = 8'b00110100;
		instMemory[14] = 8'b10010101;
		instMemory[15] = 8'b00000010;
	end
	always @ *
		begin
			instruction = {instMemory[inst_address+3], instMemory[inst_address+2], 
			instMemory[inst_address+1], instMemory[inst_address]};
		end
endmodule
==> /design/flow/run.sh <==
#!/bin/bash
# OpenROAD 26Q1-2900-gdf79404cd8, Yosys 0.63+post, stock flow scripts
make -C /OpenROAD-flow-scripts/flow DESIGN_CONFIG=/design/flow/config.mk WORK_HOME=/design/flow/orfs finish
==> /design/flow/config.mk <==
export PLATFORM = sky130hd
export DESIGN_NAME = instructionMemory
export DESIGN_NICKNAME = instructionMemory
export VERILOG_FILES = /design/flow/design.v
export SDC_FILE = /design/flow/constraint.sdc
export NUM_CORES = 4
export LEC_CHECK = 1
export CORE_AREA = 10 10 70 70
export DIE_AREA = 0 0 80 80
==> /design/flow/constraint.sdc <==
current_design instructionMemory

set clk_period 1.2
set clk_io_pct 0.2

create_clock -name clk0 -period $clk_period

set non_clock_inputs [all_inputs -no_clocks]
set_input_delay [expr $clk_period * $clk_io_pct] -clock clk0 $non_clock_inputs
set_output_delay [expr $clk_period * $clk_io_pct] -clock clk0 [all_outputs]
==> impl_metrics.env <==
# physical design summary
export IMPL_worst_path_max_delay_cell="or4_1"
export IMPL_first_global_vias=1559
export IMPL_flop_count=0
export IMPL_drt_first_iter_violations=64
export IMPL_globalRouteTotalUtil_pct=15.58
export IMPL_maxSlewViolCount=0
export IMPL_globalplace_congestion=0.9391
export IMPL_maxCapViolations=0
export IMPL_synthCells=135
export IMPL_p_comb_share_pct=100.0
export IMPL_ctsHoldBuffers=0
export IMPL_failed_checks="negative setup slack"
export IMPL_via_count=1507
export IMPL_critPathKind="in2out"
export IMPL_worstPathMaxFanout=3
export IMPL_synth_cells_yosys=135
export IMPL_io_pin_count=96
export IMPL_core_util_floorplan_pct=28.32
export IMPL_num_antenna_cells=0
export IMPL_p_seq_share_pct=0
export IMPL_yosysUniqueCellTypes=35
export IMPL_worst_hold_path_type="in2out"
export IMPL_min_path_cells=5
export IMPL_grt_max_degree=17
export IMPL_pwr_density_cell_mw_per_mm2=531.9
export IMPL_critical_path_arrival_ns=1.75
export IMPL_layout_cells_most_common="buf_6"
export IMPL_core_mm2=0.003416
export IMPL_setup_worst_path_end_class="output port"
export IMPL_detail_route_wirelength_um=5521
export IMPL_maxClockFrequency_ghz=0.5025
export IMPL_route_antenna_remaining_nets=0
export IMPL_p_int_mw=0.7980
export IMPL_sum_of_negative_setup_slack_ns=-16.08
export IMPL_path_cells="buf_8 -> buf_6 -> ha_4 -> a21oi_4 -> xor2_4 -> buf_6 -> or4_1 -> o211ai_1 -> buf_2"
export IMPL_max_vdd_ir_drop_mv=0.3281
export IMPL_period_needed_ns=1.990
export IMPL_power_switching_mw=0.5810
export IMPL_drive_above_1_share_pct=78.40
export IMPL_dp_worst_setup_slack_ns=-1.630
export IMPL_dp_final_hpwl_um=2645
export IMPL_hold_violations=0
export IMPL_required_ns=0.96
export IMPL_via_per_inst=5.091
export IMPL_postLayoutSetupSlackWorst_ns=-0.7899
export IMPL_syn2layout_area_growth_pct=168.0
export IMPL_min_to="instruction[24]"
export IMPL_routedWlPerCell_um=18.65
export IMPL_dpl_instance_area_mm2=0.001622
export IMPL_detail_route_drc_violations=0
export IMPL_syn_area_per_cell_um2=7.164
export IMPL_grt_pass1_wl_um=8197
export IMPL_grt_setup_unrepaired="true"
export IMPL_outcome="complete, but fails checks"
export IMPL_crit_path_max_incr_delay_ns=0.47
export IMPL_worst_hold_startpoint="inst_address[0]"
export IMPL_layout_cells_non_filler=296
export IMPL_yosys_stat_seqShare_pct=0
export IMPL_buffer_ports_inserted=32
export IMPL_start_kind="input port"
export IMPL_tool_warnings=104
export IMPL_power_leakage_nw=1.154
export IMPL_antenna_found_initial=0
export IMPL_overflow=0
export IMPL_die_height_um=80
export IMPL_nFillCells=198
export IMPL_critPathMostFrequentCell="buf_6"
export IMPL_final_seq_area_um2=0
export IMPL_core_rowCount=21
export IMPL_synth_area_um2=967.2
export IMPL_power_mw=1.379
export IMPL_fp_dieArea_mm2=0.006400
export IMPL_ys_warnings_count=1
export IMPL_timing_final_crit_share_pct=165.8
export IMPL_power_frac_clock_pct=0
export IMPL_most_common_layout_cells="54 x buf_6, 35 x buf_4, 26 x buf_2"
export IMPL_firstDrtPassIters=4
export IMPL_numPlacedInstances=236
export IMPL_finalInstanceArea_mm2=0.002592
export IMPL_synth_area_yosys_um2=967.2
export IMPL_die_size_x_um=80
export IMPL_layout_clock_buffers=0
export IMPL_sw_frac_of_total_pct=42.13
export IMPL_setup_violations=28
## metal layers
metal	global-route usage (%)	vias to the layer above	routed length [um]
li1	-	701	-
met1	20.26	742	2400
met2	26.65	55	2760
met3	2.727	9	227
met4	2.465	0	133
met5	0	-	0
## how the worst max path moves through the flow
stage | startpoint | endpoint | slack, ns | cells past startpoint
CTS | inst_address[1] | instruction[25] | -0.76 | 9
global route | inst_address[1] | instruction[25] | -0.83 | 9
finish | inst_address[1] | instruction[25] | -0.79 | 9
## critical path: cells and delay by family
family                   cells  cell delay (ns)
AND/OR/NAND/NOR              1             0.47
buffers and inverters        4             0.48
XOR/XNOR                     1             0.12
adder cells (fa/ha/maj)      1             0.17
AND-OR/OR-AND                2             0.27
## cells in the mapped netlist, drive strengths merged, types with 5 or more instances
master  count  share of area, %
o21ai      19               9.8
nand2      17               6.6
buf        11               8.5
ha         11                14
inv        10               3.9
a21oi       9               5.0
xnor2       6               6.2
xor2        6               9.7
clkbuf      5               1.9
nor3        5               2.6
## power groups by stage
| stage | combinational (mW) | clock, mW | sequential (mW) |
|---|---|---|---|
| 5_1_grt | 1.46 | 0 | 0 |
| 6_report | 1.38 | 0 | 0 |
| 4_1_cts | 1.16 | 0 | 0 |
## metrics by stage
stage / util [%] / hold slack (ns)
final: 75.90 / 1.037
after global routing: 75.90 / 1.062
after CTS: 67.73 / 1.018
after detailed placement: 47.47 / 1.700
after global placement: 47.47 / 1.699
after floorplan: - / 0.5878
## cell type report
type / instances / area, um2 / share of cell area [%]
inverter: 10 / 52.55 / 2.027
multi-input combinational: 112 / 1276 / 49.23
tap: 46 / 57.56 / 2.220
timing repair buffer: 128 / 1206 / 46.53
## logic make-up after synthesis
family / synth area share, %
and+or+nand+nor: 16.43
buffers and inverters: 14.36
xor gates and xnor gates: 15.91
muxes: 11.13
adders and majority gates: 14.23
AOI/OAI and AO/OA: 27.56
other: 0.3877
## repair_timing
| action | 4_1_cts | 5_1_grt |
|---|---|---|
| hold endpoints to repair | 0 | 0 |
| pin swaps | 29 | 25 |
| setup buffers | 47 | 24 |
| endpoints found under the setup margin | 28 | 28 |
| gates resized | 209 | 62 |
No activity file was given, so power comes from the tool's default toggle rates.
