**design/flow/design.v**
```verilog
module adder(
	input [63:0] a, b,
	output reg [63:0] out
);
	always @(*)
		begin
			out = a+b;
	end
endmodule
```
**design/flow/run.sh**
```bash
#!/bin/bash
# OpenROAD 26Q1-2900-gdf79404cd8, Yosys 0.63+post, stock flow scripts
make -C /OpenROAD-flow-scripts/flow DESIGN_CONFIG=/design/flow/config.mk WORK_HOME=/design/flow/orfs finish
```
**design/flow/config.mk**
```make
export PLATFORM = sky130hd
export DESIGN_NAME = adder
export DESIGN_NICKNAME = adder
export VERILOG_FILES = /design/flow/design.v
export SDC_FILE = /design/flow/constraint.sdc
export NUM_CORES = 4
export LEC_CHECK = 1
export CORE_AREA = 10 10 120 120
export DIE_AREA = 0 0 130 130
```
**design/flow/constraint.sdc**
```tcl
current_design adder

set clk_period 27.6
set clk_io_pct 0.2

create_clock -name clk0 -period $clk_period

set non_clock_inputs [all_inputs -no_clocks]
set_input_delay [expr $clk_period * $clk_io_pct] -clock clk0 $non_clock_inputs
set_output_delay [expr $clk_period * $clk_io_pct] -clock clk0 [all_outputs]
```
==> ci_impl_report.md <==
## Implementation flow summary

| Metric | Value |
|---|---|
| Share of layout cells above drive strength 1 | 3.306% |
| Initial DRC Count | 214 |
| Worst Setup End Kind | output pin |
| Post-layout util | 48.81% |
| GRT overflow | 0 |
| Top Ports | 192 |
| Top-count cell post-synth | a21oi_1 |
| Initial antenna violation count | 0 |
| Crit-path cells | clkdlybuf4s50_1 -> ha_1 -> fa_1 -> a21oi_2 -> nor2_1 -> nor4_4 -> nor2_1 -> a21oi_4 -> a21oi_1 -> o32ai_1 -> o21ai_1 -> xor2_1 -> clkdlybuf4s50_1 |
| Yosys Warn Count | 1 |
| Vias/cell | 5.290 |
| CP startpoint kind | input pin |
| Relative slew slack | 65.70% |
| Sequential share of power | 0% |
| Slew @ Worst Pin | 511.0 ps |
| Post-CTS Resized | 0 |
| Clock network power share | 0% |
| Vias in the first global route | 4,591 |
| Slew Limit Fails | 0 |
| Remaining antenna violation count | 0 |
| HP Class | input pin to output pin |
| Layout overhead on the synthesized area | 52.36% |
| Switching Share | 42.83% |
| Yosys top cell by area | ha_1 |
| Slowest-stage cell, CP | clkdlybuf4s50_1 |
| Syn avg cell area | 6.876 sq um |
| Maxcap violations | 0 |
| Outcome | completed |
| Die X | 130 microns |
| WL per Instance | 17.05 microns |
| CP required | 22,080 ps |
| Slowest Stage Delay on Critical Path | 490 ps |
| Uppermost routed layer | met4 |
| WL final | 14.88 mm |
| Combinational power share | 100.0% |
| Met1 WL | 6.763 mm |
| Post-synthesis sequential area ratio | 0% |
| Drt drc | 0 |
| Fin crit period | 14,500 ps |
| Post-Route Setup TNS | 0 ps |
| Setup-failing EPs final | 0 |
| Fillers | 1,186 |
| Syn Inst Count | 555 |
| HPWL after DPL | 13.36 mm |
| Top area contributor share | 20.66% |
| Met2 Routed Length | 7.196 mm |
| Flop area | 0 sq um |
| Commonest cells post-synth | a21oi_1 (75), ha_1 (63), nand2_1 (52) |
| N_diodes | 0 |
| Flip-flops | 0 |
| Leakage power | 2.423 nW |
| # rows | 40 |
| WP data arrival | 8980 ps |
| Port Buffers | 192 |
| Final cycle utilization of the critical path | 52.53% |
| Crit path buf inv count | 2 |
| Post-DP Area | 5814 sq um |
| Post-Syn Area | 3816 sq um |
| Distinct lib cells used | 65 |
| Final hold violation count | 0 |
| Fin area | 5814 sq um |
| Stage-log warning count | 32 |
| CP max FO | 5 |
| RSZ-0062 raised after global routing | no |
| First-pass GRT wire length | 23.45 mm |
| Pin count of the biggest net entering global routing | 12 |
| Yosys Instances | 555 |
| Die area | 16,900 sq um |
| Internal | 0.08842 mW |
| Clock buf count | 0 |
| CORE AREA | 11,910 sq um |
| Synth area leaders | ha_1 (21%), a21oi_1 (9.8%), xnor2_1 (8.5%) |
| DR WL met3 | 842 microns |
| Post-CTS Hold Buffers | 0 |
| Fp util | 32.04% |
| Die Y | 130 microns |
| GRT Overall Usage | 16.78% |
| DR pass1 iterations | 5 |
| Sw power | 0.06623 mW |
| Via Count | 4,618 |
| CP Class | input pin to output pin |
| Critical path's top delay family | AND-OR/OR-AND gates |
| Post-CTS setup buffer count | 0 |
| Peak supply drop | 0.00001370 V |
| Yosys Chip Area | 3816 sq um |
| Maximum clock frequency | 0.06897 GHz |
| Pwr/cell area | 26.60 nW/um^2 |
| GPL Wtd Cong | 0.9386 |
## placed cells by master, fill, tap and decap left out, types with 3 or more instances in the layout
master           instances
o21ai_1                 15
nand3b_1                 4
and3_1                   6
a21oi_2                  4
nor2_1                  39
nand3_1                 18
a21o_1                  35
o21a_1                   7
o211ai_1                 4
nand2_1                 52
ha_1                    63
a211oi_1                 3
o21bai_1                13
clkdlybuf4s50_1        192
xnor2_1                 37
nor3_1                   9
and2_1                   3
o21ai_0                 23
o21ai_2                  4
a21oi_1                 75
nor2b_1                  6
a41oi_1                  3
nand4_1                 17
inv_1                   14
nand2b_1                 5
or3_1                    3
a31oi_1                  6
xor2_1                  23
## metrics by stage
step / worst slack (ps) / total power, mW / instances / hold slack [ps]
after floorplan: 14400 / 0.07480 / 555 / 11110
after global placement: 13130 / 0.1554 / 873 / 12090
after detailed placement: 13120 / 0.1547 / 873 / 12070
after CTS: 13090 / 0.1561 / 873 / 12080
after global routing: 12890 / 0.1697 / 873 / 12110
final: 13100 / 0.1547 / 873 / 12070
## cells by family (layout without fill, tap and decap cells)
| family | after synthesis | count (layout) | synth area share [%] |
|---|---|---|---|
| AND-OR/OR-AND | 217 | 217 | 37.25 |
| XOR/XNOR | 60 | 60 | 13.77 |
| adder cells (fa/ha/maj) | 64 | 64 | 21.18 |
| buffers and inverters | 35 | 206 | 4.196 |
| AND/OR/NAND/NOR | 179 | 179 | 23.61 |
## cell type report
cell class                 instances  area (sq um)  area share [%]
timing repair buffer             192          1922           33.05
multi-input combinational        520          3656           62.88
tap                              147         183.9           3.163
inverter                          14         52.55          0.9038
## layer usage
metal / global-route usage (%) / vias to the layer above
met5: 0 / -
met4: 0.7275 / 0
met3: 2.510 / 4
met2: 28.63 / 123
met1: 22.99 / 2075
li1: - / 2416
## path summary, 6_finish.rpt
path	startpoint	end	slack (ps)	cells past startpoint
max	a[0]	out[44]	13100	13
min	b[0]	out[0]	12070	3
## power by group through the flow
| stage | Sequential (mW) | Clock, mW | Combinational [mW] |
|---|---|---|---|
| after CTS | 0 | 0 | 0.156 |
| after global routing | 0 | 0 | 0.170 |
| final | 0 | 0 | 0.155 |
Power and IR drop assume default switching activity.
