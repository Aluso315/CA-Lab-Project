[flow/design.v]
module imm_data_gen
(
	input wire[31:0] instruction,
	output reg[63:0] imm_data
);
	always @(instruction)
    	begin
        if (instruction[6:5]== 2'b00)
		imm_data = {{52{instruction[31]}},instruction[31:20]};
	else if (instruction[6:5] == 2'b01)
		imm_data = {{52{instruction[31]}},instruction[31:25],instruction[11:7]};
	else if (instruction[6]==1'b1)
		imm_data = {{52{instruction[31]}},instruction[31], instruction[7],instruction[30:25],instruction[11:8]};
    	end
endmodule
[flow/run.sh]
#!/bin/bash
# OpenROAD 26Q1-2900-gdf79404cd8, Yosys 0.63+post, stock flow scripts
make -C /OpenROAD-flow-scripts/flow DESIGN_CONFIG=/design/flow/config.mk WORK_HOME=/design/flow/orfs finish
[flow/config.mk]
export PLATFORM = sky130hd
export DESIGN_NAME = imm_data_gen
export DESIGN_NICKNAME = imm_data_gen
export VERILOG_FILES = /design/flow/design.v
export SDC_FILE = /design/flow/constraint.sdc
export NUM_CORES = 4
export LEC_CHECK = 1
export CORE_AREA = 10 10 70 70
export DIE_AREA = 0 0 80 80
[flow/constraint.sdc]
current_design imm_data_gen

set clk_period 1.4
set clk_io_pct 0.2

create_clock -name clk0 -period $clk_period

set non_clock_inputs [all_inputs -no_clocks]
set_input_delay [expr $clk_period * $clk_io_pct] -clock clk0 $non_clock_inputs
set_output_delay [expr $clk_period * $clk_io_pct] -clock clk0 [all_outputs]
==> run summary <==
run metrics: post-synthesis cell type count 8, # rows 21, initial antenna violation count 0, worst setup margin -0.08527 ns, drt via density 3.335, Tool Warnings 47, Max-Cap Viols 0, routed wire length 2799 um, mapped cell area 788.3 um2, Tmin final 1.485 ns, Worst Setup Path Type primary input to output pin, Syn Inst Count 89, FMAX 673.3 MHz, GRT Overall Usage 0.06974, Post-synth regs 12, Power Total 0.2656 mW, final setup vio count 36, leakage 0.7889 nW, pin count of the biggest net entering global routing 12, routed len/inst 14.43 um, fin crit share 1.061, die height 80 um, post-route insts no fill 194, Area Growth Syn to Fin 77.30%, antenna-violating nets left 0, Mapped Avg Cell Area 8.857 um2, IO buf count 83, antenna fix cells 0, Via Count 647, core footprint 3416 um2, max-slew violations 0, Chip Width 80 um, GR Overflow Total 0, CTS Hold Bufs 0, Startpoint Class primary input, # IOs 96, Worst Setup EP imm_data[54], max reg flops 12, Yosys chip area 788.3 um2, final core occ 0.4092, failing checks negative setup slack, Placed Cells 176, RSZ-0062 raised after global routing true, largest fanout on the critical path 6, Yosys Instances 89, router iterations before antenna repair 3, Setup crit end kind output pin, DRC viols 0, Filler Cell Count 340, die area 6400 um2, register pins left without a clock 12, Fin Setup TNS -2.137 ns, maximum VDD drop 0.08642 mV, Pre-Place Util 0.2308, Worst EP arrival 1.21 ns, status finished with violations, first-pass GRT wire length 3643 um, Critical path origin instruction[31], final hold vios 0, Worst EP required 1.12 ns, share of layout cells above drive strength 1 0.6622, GP Congestion 0.7693, PwrDens 190.0 nW/um2, vias in the first global route 578, Synth Warn # 1, endpoints left unconstrained 12, DRT iter0 DRCs 12
[synth_stat cells (all sizes together)]
cell type,number,area (um2)
buf,55,420.4
conb,1,3.750
dlxtn,12,180.2
mux2,6,90.09
mux2i,5,50.05
nand2,5,18.77
o21ai,5,25.02
[power by group]
group	total, mW	internal [mW]	switching, mW
registers	0.0358	0.0323	0.00356
logic	0.230	0.160	0.0697
clock network	0	0	0
[critical path, stage by stage]
cell and delay [ns]:
buf_6 0.06, dlxtn_4 0.37, buf_6 0.11, buf_12 0.14
clkbuf_16 0.15, buf_2 0.10
[repair_timing]
item	4_1_cts	5_1_grt
endpoints found under the hold margin	0	0
gates cloned	6	3
buffers inserted	7	4
endpoints found under the setup margin	64	45
resized	188	89
pin swaps	5	4
[through the flow]
step | worst slack, ns | instance area, um2
after global routing | -0.1080 | 1398
after floorplan | 0.08687 | 833.3
after detailed placement | -1.137 | 1329
after global placement | -1.131 | 1329
final | -0.08527 | 1398
after CTS | -0.2740 | 1413
[per-layer routing]
| metal | GRT usage | routed length [um] | vias up | part of all wire |
|---|---|---|---|---|
| met2 | 0.1340 | 1586 | 16 | 0.57 |
| met5 | 0 | 0 | - | 0 |
| met4 | 0 | 0 | 0 | 0 |
| li1 | - | - | 339 | - |
| met3 | 0.009091 | 145 | 0 | 0.052 |
| met1 | 0.08401 | 1067 | 292 | 0.38 |
[layout by cell type (no fill, tap or decap), drive strengths merged]
cell type	n
o21ai	5
clkdlybuf4s15	13
conb	12
bufbuf	1
mux2i	5
clkbuf	37
dlxtn	12
mux2	6
buf	51
dlygate4sd2	1
nand2	5
[logic make-up after synthesis]
| logic type | after synthesis | synth area share |
|---|---|---|
| AND/OR/NAND/NOR | 5 | 0.02381 |
| buffers and inverters | 55 | 0.5333 |
| AND-OR/OR-AND | 5 | 0.03174 |
| multiplexers | 11 | 0.1778 |
| other | 1 | 0.004757 |
| latches | 12 | 0.2286 |
[area by class of cell]
cell class | count | area [um2] | share of cell area
multi-input combinational | 33 | 236.5 | 0.1692
sequential | 12 | 183.9 | 0.1316
tap | 46 | 57.56 | 0.04118
timing repair buffer | 103 | 919.6 | 0.6580
Power is estimated from default activity; no workload was simulated.
